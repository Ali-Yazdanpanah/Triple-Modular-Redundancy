<file path="design/flow/config.mk">
export PLATFORM = sky130hd
export DESIGN_NAME = top
export DESIGN_NICKNAME = top
export VERILOG_FILES = /design/flow/design.v
export SDC_FILE = /design/flow/constraint.sdc
export NUM_CORES = 4
export LEC_CHECK = 1
export CORE_UTILIZATION = 30
</file>
<file path="design/flow/constraint.sdc">
current_design top

set clk_period 56.6
set clk_io_pct 0.2

create_clock -name clk0 -period $clk_period [get_ports {clk}]

set non_clock_inputs [all_inputs -no_clocks]
set_input_delay [expr $clk_period * $clk_io_pct] -clock clk0 $non_clock_inputs
set_output_delay [expr $clk_period * $clk_io_pct] -clock clk0 [all_outputs]
</file>
<file path="design/flow/design.v">
module tmr_counter #(
  parameter W = 8
)(
  input              clk,
  input              rst_n,
  input              en,           
  output     [W-1:0] count
);
  wire [W-1:0] q;
  reg          we;
  reg  [W-1:0] next_q;
  tmr_reg #(.W(W), .SCRUB(1)) u_state (
    .clk(clk),
    .rst_n(rst_n),
    .we(we),
    .d(next_q),
    .q(q)
  );
  assign count = q;
  always @* begin
    we     = 1'b0;
    next_q = q;
    if (en) begin
      we     = 1'b1;
      next_q = q + {{(W-1){1'b0}}, 1'b1};
    end
  end
endmodule
module tmr_mem #(
  parameter ADDR_W = 8,    
  parameter DATA_W = 8
)(
  input                   clk,
  input                   rst_n,
  input                   we,            
  input      [ADDR_W-1:0] addr,
  input      [DATA_W-1:0] wdata,
  input                   re,            
  output reg [DATA_W-1:0] rdata
);
  localparam DEPTH = (1 << ADDR_W);
  reg [DATA_W-1:0] mem0 [0:DEPTH-1];
  reg [DATA_W-1:0] mem1 [0:DEPTH-1];
  reg [DATA_W-1:0] mem2 [0:DEPTH-1];
  reg [ADDR_W-1:0] raddr_q;
  reg [DATA_W-1:0] q0, q1, q2;
  wire [DATA_W-1:0] voted;
  assign voted = (q0 & q1) | (q1 & q2) | (q0 & q2);
  wire m0_bad = (q0 != voted);
  wire m1_bad = (q1 != voted);
  wire m2_bad = (q2 != voted);
  wire any_bad = m0_bad | m1_bad | m2_bad;
  // synthesis translate_off
  integer i;
  initial begin
    for (i = 0; i < DEPTH; i = i + 1) begin
      mem0[i] = {DATA_W{1'b0}};
      mem1[i] = {DATA_W{1'b0}};
      mem2[i] = {DATA_W{1'b0}};
    end
  end
  // synthesis translate_on
  always @(posedge clk or negedge rst_n) begin
    if (!rst_n) begin
      raddr_q <= {ADDR_W{1'b0}};
      q0      <= {DATA_W{1'b0}};
      q1      <= {DATA_W{1'b0}};
      q2      <= {DATA_W{1'b0}};
      rdata   <= {DATA_W{1'b0}};
    end else begin
      if (re) begin
        raddr_q <= addr;
        q0      <= mem0[addr];
        q1      <= mem1[addr];
        q2      <= mem2[addr];
      end
      rdata <= voted;
      if (we) begin
        mem0[addr] <= wdata;
        mem1[addr] <= wdata;
        mem2[addr] <= wdata;
      end else if (any_bad) begin
        if (m0_bad) mem0[raddr_q] <= voted;
        if (m1_bad) mem1[raddr_q] <= voted;
        if (m2_bad) mem2[raddr_q] <= voted;
      end
    end
  end
endmodule
module tmr_reg #(
  parameter W = 8,
  parameter SCRUB = 1
)(
  input              clk,
  input              rst_n,
  input              we,          
  input      [W-1:0] d,
  output     [W-1:0] q
);
  reg [W-1:0] r0, r1, r2;
  wire [W-1:0] voted;
  voter3 #(.W(W)) u_vote (.a(r0), .b(r1), .c(r2), .y(voted));
  assign q = voted;
  always @(posedge clk or negedge rst_n) begin
    if (!rst_n) begin
      r0 <= {W{1'b0}};
      r1 <= {W{1'b0}};
      r2 <= {W{1'b0}};
    end else if (we) begin
      r0 <= d;
      r1 <= d;
      r2 <= d;
    end else if (SCRUB) begin
      if (r0 != voted) r0 <= voted;
      if (r1 != voted) r1 <= voted;
      if (r2 != voted) r2 <= voted;
    end
  end
endmodule
module top #(
  parameter W = 8,
  parameter AW = 8,
  parameter DW = 8
)(
  input              clk,
  input              rst_n,
  input              run,
  input              mem_we,
  input              mem_re,
  input      [AW-1:0] mem_addr,
  input      [DW-1:0] mem_wdata,
  output     [DW-1:0] mem_rdata,
  output     [W-1:0]  count_out
);
  tmr_counter #(.W(W)) u_cnt (
    .clk(clk),
    .rst_n(rst_n),
    .en(run),
    .count(count_out)
  );
  tmr_mem #(.ADDR_W(AW), .DATA_W(DW)) u_mem (
    .clk(clk),
    .rst_n(rst_n),
    .we(mem_we),
    .addr(mem_addr),
    .wdata(mem_wdata),
    .re(mem_re),
    .rdata(mem_rdata)
  );
endmodule
module voter3 #(
  parameter W = 1
)(
  input  [W-1:0] a,
  input  [W-1:0] b,
  input  [W-1:0] c,
  output [W-1:0] y
);
  assign y = (a & b) | (b & c) | (a & c);
endmodule
</file>
<file path="design/flow/run.sh">
#!/bin/bash
# OpenROAD 26Q1-2900-gdf79404cd8, Yosys 0.63+post, stock flow scripts
make -C /OpenROAD-flow-scripts/flow DESIGN_CONFIG=/design/flow/config.mk WORK_HOME=/design/flow/orfs finish
</file>
==> summary.txt <==
Synth warnings = 7
GRT Util Overall = 69.0%
Stopped at = global routing (5_1_grt)
Post-synth seq share = 78.4%
Yosys top cell area share = 77.7%
Mapped Area = 237000 sq um
Core Rows = 326
IO Count = 37
Ys async rst share = 1.03%
Count leader, synth = edfxtp_1
Port Buffer Count = 36
Fp_density = 30.1%
Post-DP HPWL = 1340000 um
H-tree depth = 6
Clk sinks = 6208
Die Wd = 891 um
Top cells by area = edfxtp_1 (78%), a22oi_1 (5.0%), nand3_1 (3.5%), nor2_1 (1.7%), nand4_1 (1.5%)
Cts bufs inserted = 620
Vias in the first global route = 290000
Top cells by count = edfxtp_1 (6144), nand3_1 (1665), a22oi_1 (1586)
Synth Register Bits = 6208
Stop err = [ERROR GRT-0116] Global routing finished with congestion. Check the congestion regions in the DRC Viewer.
Die Ht = 891 um
Chip area in the Yosys report = 237000 sq um
Post_cts resized = 0
Pre-CTS setup slack = 38.39 ns
Placed inst area = 263000 sq um
Mean area per synthesized cell = 15.7 sq um
First-pass GRT wire length = 3420000 um
# hold bufs at CTS = 0
GP Congestion = 1.48
Ys cells = 15100
Run status = did not finish
Post-CTS Setup Inserts = 0
Synth Flop Type = edfxtp_1
Clock Root Buffer = clkbuf_16
Post-synth EDFFs = 6144
Largest net degree at the start of global routing = 139
Clk buf depth = 4
Cells after synthesis = 15100
Gr ovfl total = 12000
Cell Type Count = 68
Area leader, netlist = edfxtp_1
[per-layer routing]
layer,global-route usage [%],GRT overflow
met1,63.2,2541
met5,59.8,376
met4,59.4,2410
met2,81.1,4092
met3,67.2,2619
[per-stage QoR]
stage	power [mW]	std cells	utilization, %
after floorplan	5.99	15100	-
after global placement	6.15	26400	33.3
after detailed placement	6.14	26400	33.4
after CTS	10.3	27600	36.0
[cells by family after synthesis]
| logic type | count (synthesis) | share of synthesized area (%) |
|---|---|---|
| AND-OR/OR-AND | 2915 | 9.26 |
| adder cells (fa/ha/maj) | 9 | 0.0390 |
| buffers and inverters | 1141 | 2.02 |
| XOR/XNOR | 28 | 0.103 |
| flip-flops | 6208 | 78.4 |
| AND/OR/NAND/NOR | 4815 | 10.1 |
| multiplexers | 15 | 0.0706 |
Power figures rest on the tool's default switching activity, not on a simulated workload.
